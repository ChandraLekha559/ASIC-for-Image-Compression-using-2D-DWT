--- /design/flow/run.sh ---
#!/bin/bash
# OpenROAD 26Q1-2900-gdf79404cd8, Yosys 0.63+post, stock flow scripts
make -C /OpenROAD-flow-scripts/flow DESIGN_CONFIG=/design/flow/config.mk WORK_HOME=/design/flow/orfs finish
--- /design/flow/config.mk ---
export PLATFORM = sky130hd
export DESIGN_NAME = DWT
export DESIGN_NICKNAME = DWT
export VERILOG_FILES = /design/flow/design.v
export SDC_FILE = /design/flow/constraint.sdc
export NUM_CORES = 4
export LEC_CHECK = 1
export CORE_UTILIZATION = 30
--- /design/flow/constraint.sdc ---
current_design DWT

set clk_period 4.0
set clk_io_pct 0.2

create_clock -name clk0 -period $clk_period [get_ports {clk}]

set non_clock_inputs [all_inputs -no_clocks]
set_input_delay [expr $clk_period * $clk_io_pct] -clock clk0 $non_clock_inputs
set_output_delay [expr $clk_period * $clk_io_pct] -clock clk0 [all_outputs]
--- /design/flow/design.v ---
module DWT(clk, inp1,inp2,inp3,inp4,inp5,inp6,inp7,inp8, outp1,outp2,outp3,outp4,outp5,outp6,outp7,outp8,dwt_valid);
input clk;
input [63:0]inp1,inp2,inp3,inp4,inp5,inp6,inp7,inp8;
output [63:0] outp1,outp2,outp3,outp4,outp5,outp6,outp7,outp8;
output dwt_valid;
wire [63:0] inp_1d [7:0];
wire [63:0] out_1d [7:0];
wire dwt_valid1, dwt_valid2, dwt_valid3, dwt_valid4;
assign inp_1d [0] = inp1;
assign inp_1d [1] = inp2;
assign inp_1d [2] = inp3;
assign inp_1d [3] = inp4;
assign inp_1d [4] = inp5;
assign inp_1d [5] = inp6;
assign inp_1d [6] = inp7;
assign inp_1d [7] = inp8;
genvar j;
	generate 
		for(j=0;j<8;j=j+1) 
		begin : name
			wavelet_1d u0(clk,inp_1d[j],out_1d[j]);
		end
	endgenerate 
wavelet_2d x1 (clk, out_1d[0],out_1d[1],outp1,outp5,dwt_valid1);
wavelet_2d x2 (clk, out_1d[2],out_1d[3],outp2,outp6,dwt_valid2);
wavelet_2d x3 (clk, out_1d[4],out_1d[5],outp3,outp7,dwt_valid3);
wavelet_2d x4 (clk, out_1d[6],out_1d[7],outp4,outp8,dwt_valid4);
assign dwt_valid = dwt_valid1 && dwt_valid2 && dwt_valid3 && dwt_valid4;
endmodule
module avg(input clk, input [7:0]p1, input [7:0]p2, output reg [7:0]pout);
wire [7:0] outp;
assign outp = {1'b0 , p1[7:1]} + {1'b0 , p2[7:1]};
always@(posedge clk)
begin
	pout = outp;
end 
endmodule
module subtract(input clk, input [7:0]p1, input [7:0]p2, output reg [7:0]pout);
reg [7:0] out_int;
always@(posedge clk)
begin
	if(p1<p2)
	  begin 
      pout = (p2[7:0] - p1[7:0])/2 ;
	  end
	else
	  begin
		pout = (p1[7:0] -  p2[7:0])/2 ;
     end
end 
endmodule
module wavelet_1d (clk ,pixel ,pix_out);
input clk ;
input [63:0] pixel ;
output reg [63:0] pix_out;
wire [63:0]pix_out_inter;
wire [63:0] out_illusion ;
genvar i;
	generate 
		for(i=0;i<4;i=i+1) 
		begin : name
			avg u0 (clk,pixel[16*i+7:16*i], pixel[16*i+15:16*i+8],out_illusion[8*i+7:8*i]);
			subtract u1 (clk,pixel[16*i+7:16*i], pixel[16*i+15:16*i+8],out_illusion[8*i+39:8*i+32]);
		end
	endgenerate 
	assign pix_out_inter = {out_illusion[31:0],out_illusion[63:32]};
always@(posedge clk)
	begin
		pix_out = pix_out_inter;
	end
endmodule
module wavelet_2d (clk ,pixel_out1, pixel_out2 ,pixelcol_out1,pixelcol_out2,dwt_valid);
input clk ;
input [63:0] pixel_out1, pixel_out2 ;
output reg [63:0] pixelcol_out1,pixelcol_out2;
output reg dwt_valid;
wire [63:0]pixelcol1_inter,pixelcol2_inter;
wire [63:0] out_illusion20 ;
wire [63:0] out_illusion21;
genvar j;
	generate 
		for(j=0;j<8;j=j+1) 
		begin : name
			avg u0 (clk,pixel_out1[8*j+7:8*j], pixel_out2[8*j+7:8*j],out_illusion20[8*j+7:8*j]);
			subtract u1 (clk,pixel_out2[8*j+7:8*j], pixel_out1[8*j+7:8*j], out_illusion21[8*j+7:8*j]);
		end
	endgenerate 
	assign pixelcol1_inter = out_illusion20;
	assign pixelcol2_inter = out_illusion21;
always@(posedge clk)
	begin
		pixelcol_out1 = pixelcol1_inter;
		pixelcol_out2 = pixelcol2_inter;
	   dwt_valid = 1'b1;
	end
endmodule
==> summary.json <==
{
  "routing": {
    "detail_route.wirelength_um": 256000,
    "viasPerCell": 4.36,
    "route.vias.total": 65800,
    "detail_route.first_pass.iterations": 7,
    "routedWlPerCell_um": 17.0,
    "drt_first_iter_violations": 3085,
    "drtAntennaViolNets": 0,
    "remaining_drc_errors": 0
  },
  "global_route": {
    "grt_pass1_vias": 64500,
    "met2_layer_usage_reported_by_global_route_pct": 24.8,
    "grt.met1_usage_pct": 20.8,
    "grt_pass1_wl_um": 385000,
    "grt_most_used_layer": "met2",
    "grt_remaining_overflow": 0,
    "grt_util_met3_pct": 3.15,
    "grt_usage_pct": 15.5,
    "grt_start_max_net_pins": 18,
    "antenna_found_initial": 54
  },
  "critical_path": {
    "critical_path_endpoint_category": "flop",
    "worst_ep_required_time_ns": 4.71,
    "worstPathMaxFanout": 7,
    "cp_data_arrival_time_ns": 3.70,
    "setup.worst_path.class": "reg2reg",
    "worst_setup_path_start_kind": "flop"
  },
  "clocking": {
    "worst_setup_hold_path_clk_slew_ns": 0.06,
    "tritoncts": "built",
    "hold_buffers": 0,
    "cts_buffers": 226,
    "ctsRootBufferMaster": "sky130_fd_sc_hd__clkbuf_16",
    "clkLatencyLatePin_ns": 0.92,
    "max-clock-path-buffers": 4,
    "cts_sinks": 2048,
    "h-tree-depth": 4,
    "post_cts_resize_count": 0,
    "post-cts-setup-buffers": 0
  },
  "finish": {
    "filler_cells_inserted": 31700,
    "most_frequent_standard_cell_in_the_layout_excluding_fill_and_tap_cells": "sky130_fd_sc_hd__dfxtp_1",
    "final_cell_mix": "sky130_fd_sc_hd__dfxtp_1 (2,048), sky130_fd_sc_hd__inv_1 (1,405), sky130_fd_sc_hd__ha_1 (1,344)",
    "synthToLayoutAreaGrowth_pct": 23.1,
    "layout-drive-gt1-share_pct": 4.87
  },
  "placed_design": {
    "finalWeightedCongestion": 0.947,
    "dp_hpwl_um": 210000,
    "io_buffer_count": 1024
  },
  "power_and_ir_drop": {
    "fin_total_pwr_mw": 82.7,
    "irDropWorstVdd_mv": 0.432,
    "total_leakage_power_nw": 57.3,
    "cellPowerDensity_nw_per_um2": 679
  },
  "final_timing": {
    "maxSlewHeadroom_pct": 45.2,
    "finClkSkew_ns": 0.0656,
    "final_min_period_over_clock_period_pct": 74.8,
    "tns_ns": 0,
    "post-route-min-period_ns": 2.99,
    "drv_slew": 0,
    "final-setup-viol-count": 0,
    "max_freq_mhz": 334,
    "setup_repair_after_global_routing_missed_its_margin": "no",
    "tightestPinTransition_ns": 0.816,
    "final-hold-violation-count": 0
  },
  "synthesis": {
    "netlist_instances": 9543,
    "ys.flop_type": "sky130_fd_sc_hd__dfxtp_1",
    "netlist.area_leader.share_pct": 41.4,
    "synth-seq-cells": 2048,
    "asyncSetResetFlopFracSynth_pct": 0,
    "area_of_the_mapped_netlist_sq_um": 99000,
    "ys_seq_share_pct": 41.4,
    "ys_cells": 9543,
    "post_synth_tally_of_flip_flops_with_integrated_enable": 0,
    "ys_chip_area_sq_um": 99000,
    "avgSynthCellArea_sq_um": 10.4,
    "yosysWarningCount": 5,
    "synth_cell_type_count": 52,
    "synth.top_cells.by_area": "sky130_fd_sc_hd__dfxtp_1 (41%), sky130_fd_sc_hd__ha_1 (17%), sky130_fd_sc_hd__inv_1 (5.3%)",
    "netlist.top_cell.by_area": "sky130_fd_sc_hd__dfxtp_1"
  },
  "floorplan": {
    "floorplanUtilization_pct": 30.2,
    "fp-row-count": 210,
    "standard_cell_core_area_sq_um": 328000,
    "floorplan.die_area_sq_um": 332000,
    "die_height_um": 576,
    "die_w_um": 576,
    "ios": 1026
  },
  "flow_run": {
    "tool_warnings": 924,
    "drv.max_cap_violation_count": 0
  },
  "outcome": {
    "outcome": "finished, final reports clean"
  },
  "min_path": {
    "worst_hold_path_type": "reg2reg"
  }
}
[power breakdown]
group          total (mW)  switching (mW)  internal (mW)
Clock                22.2            8.96           13.2
Combinational        28.4            14.3           14.1
Sequential           32.1            3.77           28.3
Total                82.7            27.0           55.6
[cell usage after synthesis (37+ instances only)]
cell type                   number
sky130_fd_sc_hd__nor2b_1       228
sky130_fd_sc_hd__o211ai_1       59
sky130_fd_sc_hd__nor3_1        116
sky130_fd_sc_hd__o21a_1         86
sky130_fd_sc_hd__clkbuf_1      214
sky130_fd_sc_hd__a2111oi_0      60
sky130_fd_sc_hd__o21bai_1      243
sky130_fd_sc_hd__a21oi_1       610
sky130_fd_sc_hd__o31ai_4        56
sky130_fd_sc_hd__nor2_1        267
sky130_fd_sc_hd__ha_1         1344
sky130_fd_sc_hd__a31oi_1       175
sky130_fd_sc_hd__o21ai_0       252
sky130_fd_sc_hd__inv_1        1405
sky130_fd_sc_hd__nand2b_1      182
sky130_fd_sc_hd__a211o_1        50
sky130_fd_sc_hd__dfxtp_1      2048
sky130_fd_sc_hd__nand2_1        93
sky130_fd_sc_hd__a21o_1        336
sky130_fd_sc_hd__o31ai_1       154
sky130_fd_sc_hd__buf_1          37
sky130_fd_sc_hd__fa_1          192
sky130_fd_sc_hd__a41o_1         91
sky130_fd_sc_hd__xnor2_1       448
sky130_fd_sc_hd__xor2_1        197
sky130_fd_sc_hd__mux2i_1       427
[layout make-up]
class	instances	area [sq um]	area share, %
antenna	14	35.0	0.0288
inverter	1405	5270	4.33
sequential	2048	41000	33.7
tap	4346	5440	4.47
multi-input combinational	5833	51700	42.4
clock buffer	286	6310	5.19
timing repair buffer	1024	10200	8.42
clock inverter	133	1770	1.45
[worst paths after layout]
check,start,to,slack [ns],cells past startpoint
max,name[6].u0.pix_out[26],x4.name[3].u1.pout[5],1.01,8
min,x1.name[1].u0.pout[1],x1.pixelcol_out1[9],0.27,0
min reg2reg,x1.name[1].u0.pout[1],x1.pixelcol_out1[9],0.27,0
max reg2reg,name[6].u0.pix_out[26],x4.name[3].u1.pout[5],1.01,8
[cell families after synthesis]
kind of cell / after synthesis / synth area share, %
multiplexers: 427 / 4.32
AND/OR/NAND/NOR: 921 / 4.81
adder cells (fa/ha/maj): 1536 / 20.9
XOR/XNOR: 645 / 5.71
buffers and inverters: 1662 / 6.33
other: 1 / 0.00379
AND-OR/OR-AND: 2303 / 16.5
flip-flops: 2048 / 41.4
[registers in the layout (all words and copies together), names as in the netlist]
| signal | count |
|---|---|
| x4.name.u1.pout | 64 |
| x3.name.u1.pout | 64 |
| x2.pixelcol_out2 | 64 |
| x2.pixelcol_out1 | 64 |
| x1.name.u1.pout | 64 |
| x4.pixelcol_out2 | 64 |
| x2.name.u1.pout | 64 |
| name.u0.pix_out | 512 |
| x3.pixelcol_out2 | 64 |
| x3.pixelcol_out1 | 64 |
| x1.name.u0.pout | 64 |
| name.u0.name.u1.pout | 256 |
| x1.pixelcol_out2 | 64 |
| x4.name.u0.pout | 64 |
| name.u0.name.u0.pout | 256 |
| x1.pixelcol_out1 | 64 |
| x3.name.u0.pout | 64 |
| x4.pixelcol_out1 | 64 |
| x2.name.u0.pout | 64 |
[stage by stage]
step	hold WS, ns	util [%]	setup slack (ns)	cells	instance area, sq um
final	0.271	37.2	1.01	15100	122000
after global routing	0.282	37.2	0.722	15100	122000
after CTS	0.273	37.2	0.926	15100	122000
after detailed placement	0.312	34.7	0.435	14700	114000
after global placement	0.310	34.7	0.492	14700	114000
after floorplan	0.310	-	1.29	9543	99000
[layer usage]
layer / part of all wire, % / vias up / wire (um)
li1: - / 33800 / -
met1: 44 / 30200 / 113000
met2: 46 / 1297 / 117000
met3: 5.1 / 459 / 13000
met4: 4.9 / 22 / 12600
met5: 0.055 / - / 140
[worst max-delay path, stage by stage, from the launching register on]
cell and delay, ns:
sky130_fd_sc_hd__dfxtp_1 0.42, sky130_fd_sc_hd__inv_1 0.07, sky130_fd_sc_hd__ha_1 0.35, sky130_fd_sc_hd__inv_1 0.12, sky130_fd_sc_hd__o31ai_1 0.38, sky130_fd_sc_hd__a31oi_1 0.25
sky130_fd_sc_hd__o31ai_4 0.55, sky130_fd_sc_hd__mux2i_1 0.28, sky130_fd_sc_hd__xor2_1 0.43
